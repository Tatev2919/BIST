===== ./config.mk =====
export PLATFORM = sky130hd
export DESIGN_NAME = top
export DESIGN_NICKNAME = top
export VERILOG_FILES = /design/flow/design.v
export SDC_FILE = /design/flow/constraint.sdc
export NUM_CORES = 4
export LEC_CHECK = 1
export CORE_AREA = 10 10 81 81
export DIE_AREA = 0 0 91 91

===== ./constraint.sdc =====
current_design top

set clk_period 4.4
set clk_io_pct 0.2

create_clock -name clk0 -period $clk_period [get_ports {clk}]

set non_clock_inputs [all_inputs -no_clocks]
set_input_delay [expr $clk_period * $clk_io_pct] -clock clk0 $non_clock_inputs
set_output_delay [expr $clk_period * $clk_io_pct] -clock clk0 [all_outputs]

===== ./design.v =====
module mem_FSM(
	rst,clk,start,fail,done,reset,preset, en,up_down,carry, read,write,data,is_equal
);
input wire rst,clk,start,is_equal,carry;
output reg fail,done,en,up_down,read,write,data,reset,preset;
parameter Idle = 3'b0;
parameter w0 = 3'd1;
parameter r0 = 3'd2;
parameter w1 = 3'd3;
parameter r1 = 3'd4;
reg [2:0] state;
always @(posedge clk or posedge rst ) begin  
	if( rst ) begin 
		state <= Idle;
		read <= 1'b0;
		write <= 1'b0;
		up_down <= 1'b1;
		data <= 1'b0;
		done <= 1'b0;
		en <= 1'b0;
		reset <= 1'b0;
		preset <= 1'b0;
	end
	else begin   
		case (state) 
			Idle: 
				if(start == 1'b1) begin 
					en <= 1'b0;
					state <= w0;
				end
				else begin 
					read <= 1'b0;
					write <= 1'b0;
					up_down <= 1'b1;
					data <= 1'b0;
					done <= 1'b1;
					en <= 1'b0;
					reset <= 1'b0;
					preset <= 1'b0;
				end
			w0:
				if(carry) begin 
					en <= 1'b0;
					state <= r0;
					preset <= carry;
				end
				else begin 
					read  <= 1'b0;
					write <= 1'b1;
					up_down <= 1'b1;
					data <= 1'b0;
					reset <= 1'b0;
					preset <= 1'b0;
					done <= 1'b0;
					en <= 1'b1;
				end
			r0:
				if(carry) begin
					en <= 1'b0;
					state <= w1;
					reset <= carry;
				end
				else begin 
					read <= 1'b1;
					write <= 1'b0;
					up_down <= 1'b0;
					data <= 1'b0;
					done <= 1'b0;
					reset <= 1'b0;
					preset <= 1'b0;
					en <= 1'b1;
				end
			w1: 
				if(carry) begin 
					en <= 1'b0;
					state <= r1;
					reset <= carry;
				end
				else begin 
					read <= 1'b0;
					up_down <= 1'b1;
					write <= 1'b1;
					data <= 1'b1;
					done <= 1'b0;
					reset <= 1'b0;
					preset <= 1'b0;
					en <= 1'b1;
				end
			r1:
				if(carry) begin
					en <= 1'b0;
					state <= Idle;
				end
				else begin 
					read <= 1'b1;
					write <= 1'b0;
					data <= 1'b1;
					up_down <= 1'b1;
					reset <= 1'b0;
					preset <= 1'b0;
					done <= 1'b0;
					en <= 1'b1;
				end
			default: begin 
				state <= Idle;
				read <= 1'b0;
				write <= 1'b0;
				up_down <= 1'b1;
				data <= 1'b0;
				done <= 1'b0;
				en <= 1'b0;
				reset <= 1'b0;
				preset <= 1'b0;
			end
		endcase
	end
end
always @(posedge clk or posedge rst)  
	if(rst)  
		fail <= 1'b0;
	else if(!is_equal) 
		if(state == r0 || state == r1)
                	fail <= 1'b1;
	else 
		fail <= 1'b0;
endmodule
module address_generator
#(parameter ad_w = 8'd4)	
(
	input clk,
	input reset,
	input preset,
	input en,
	input up_down,
	output carry,
	output reg  [ad_w-1:0] address
);
assign carry = (up_down&&en)?(address==((1<<ad_w)-1))&&((!reset)&&(!preset)):(address==0)&&en&&(!reset)&&(!preset);
always @(posedge clk) begin 
	if(reset) begin 
		address <= {ad_w{1'b0}};	
	end
	else if(preset) begin 
		address <= {ad_w{1'b1}}; 
	end 
	else if(en) begin 
		if(up_down) begin 
			address <= address + {{ad_w-2{1'b0}},1'b1};
		end
		else begin 
			address <= address - {{ad_w-2{1'b0}},1'b1};
		end
	end
	else begin 
		address <= {ad_w-1{1'b0}};
	end
end
endmodule
module data_generator #
	(parameter N = 8)
	(data,data_inout,wr,data_gen);
input wire data,wr;
output [N-1:0] data_gen;
inout [N-1:0] data_inout;
assign data_inout = wr ?{N{data}}:{N{1'bZ}};
assign data_gen = data_inout; 
endmodule
module comparator
#(parameter N = 8)
(	
	input [N-1:0] data_gen,
	input [N-1:0] data_mem,
	output reg is_equal
);
always @(*) begin 
	if(data_gen === data_mem)  begin 
		is_equal = 1'b1;
	end
	else begin 
		is_equal = 1'b0;
	end
end
endmodule
module Mem_ex
 #(parameter d_width=8,
   parameter a_height=10 )
  (clk, din_out,wr,read,addr);
input  wire clk,wr,read;
input  wire [a_height-1:0] addr;
inout  wire [d_width-1:0] din_out;
localparam depth = (1 << a_height);
reg [d_width-1:0] mem [depth-1:0];
assign din_out = read ? mem[addr]:{d_width{1'bZ}}; 
always @(posedge clk) 
	if (wr)  
		mem [addr] <= din_out;
endmodule
module top #(
	parameter data_width = 4'd4,
	parameter ad_width = 4'd4)
       	(clk,rst,start,fail,done);
input wire clk,rst,start;
output wire fail,done;
wire reset,preset,up_down,read,write,data,is_equal,carry;
wire [data_width-1:0] data_gen;
wire [ad_width-1:0] address;
wire [data_width-1:0] data_inout;
mem_FSM mf(
	.rst(rst),
	.clk(clk),
	.start(start),
	.fail(fail),
	.done(done),
	.reset(reset),
	.preset(preset),
        .en(en),
	.up_down(up_down),
	.carry(carry),
	.read(read),
	.write(write),
	.data(data),
	.is_equal(is_equal)
);
comparator
#(.N(data_width)) comp (.data_gen(data_gen),.data_mem(data_inout),.is_equal(is_equal));
data_generator
#(.N(data_width)) data_gen1 (.data(data),.data_gen(data_gen),.wr(write),.data_inout(data_inout));
address_generator
#(.ad_w(ad_width)) address_gen(.clk(clk),.reset(reset),.preset(preset),.en(en),.up_down(up_down),.carry(carry),.address(address));
Mem_ex #
(.d_width(data_width),.a_height(ad_width)) memory1
(.clk(clk),.din_out(data_inout),.wr(write),.read(read),.addr(address));
endmodule

===== ./run.sh =====
#!/bin/bash
# OpenROAD 26Q1-2900-gdf79404cd8, Yosys 0.63+post, stock flow scripts
make -C /OpenROAD-flow-scripts/flow DESIGN_CONFIG=/design/flow/config.mk WORK_HOME=/design/flow/orfs finish

==> run notes <==
With the die boundary height at 91 um, the highest clock frequency the design can meet is 516 MHz. 0 antenna diodes ended up in the layout. Leaving out buffers and inverters, the combinational logic in the layout accounts for 325 um2. The tools report the number of different library cells in the post-synthesis netlist as 32.

The tools report the via count as 504. In the post-route report, total wirelength is listed as 1.26 mm. The flow ran to the end, and the final reports show no timing, DRC or antenna violations.

The estimated wirelength of the detail-placed design was 891 um; the number of maximum-capacitance violations was 0. Once detail routing completed, the nets flagged for antenna violations numbered 0. For the sum of negative setup slack, the log shows 0 ns. With the total power density per cell area at 298 nW/um2, the floorplan utilization is 14.5%.

The final worst clock skew is 0.00329 ns. Setup repair after global routing left no endpoint under its margin. Detailed routing placed a total of 534 um of wire on met2. The main area contributors are sky130_fd_sc_hd__dfrtp_1, sky130_fd_sc_hd__dfxtp_1, sky130_fd_sc_hd__dfstp_2. With the die area at 8280 um2, the proportion of synthesized chip area in sequential cells is 47.6%.

Per the cell usage report, the commonest logic cell in the layout is sky130_fd_sc_hd__inv_1. The tools report the number of buffers inserted for hold repair after clock tree synthesis as 0. With the required time of the worst setup path at 3.52 ns, the area growth from synthesis to layout is 23.1%. The script logs the ratio of routed vias to standard cells as 3.55.

For the post-route met1 wirelength, the log shows 655 um. The critical path goes through clkdlybuf4s50_1. Summing all non-filler instances in the final layout gives an area of 861 um2. The top routing layer in use was met3.

By startpoint and endpoint, the worst setup path is classified as flip-flop to output pin. TritonCTS built the clock tree. Summed over all routing layers, the global router reports a total usage of 3.30%. The min-delay analysis places its worst path in the category flip-flop to flip-flop. The run gives 1 as the number of levels in the clock H-tree.

Per the OpenROAD floorplan log, the area of the core is 4820 um2. The area recorded from the Yosys report for this design is 699 um2. The highest net fanout along the worst path works out to 2. After floorplanning, the core was divided into 25 placement rows. Recorded from the global router log, the overflow total was 0. Detailed-route iteration 0 reported a violation count of 35.

A synthesized cell averages 10.1 um2. The highest supply drop recorded on VDD is 94.8 uV. The share of the synthesized area in the top cell type came out at 28.6%. The gate count after technology mapping was 69.

Once the clock tree was built, the setup fixing pass inserted 0 buffers. According to the timing report, the arrival time at the worst endpoint equals 1.06 ns. In this run the cell area of the synthesized design comes to 699 um2.

The finished layout holds 142 standard cells, fillers aside. The maximum buffer depth of the clock tree is 2. In the final routed layout, each cell accounts on average for 8.89 um. The first detailed-routing pass took 4 iterations. The number of buffers added by the clock tree synthesis step was 3; the weighted congestion reported at the end of routability-driven placement was 0.871. The met3 routed wirelength was 72 um; the count of state elements after synthesis was 14. The portion of the clock cycle consumed by the worst path in the final layout came out at 44.0%. The element type at the critical path start was a flip-flop. The clock insertion delay at the later pin of the skew report is 0.25 ns, and the stage-log warning count is 25. The most critical hold endpoint after final layout shows a slack of 0.511 ns. On the critical path, the stage with the largest delay is an instance of sky130_fd_sc_hd__clkdlybuf4s50_1.

By instance count after routing, the leading logic cell types are sky130_fd_sc_hd__inv_1, sky130_fd_sc_hd__dfrtp_1, sky130_fd_sc_hd__nor2_1. For reference, the final report shows the max-slew violation count at 0. The run gives 0 as the initial antenna violation count. At the end of the flow the core is filled with cells to 17.9%. The run gives 69 as the post-synthesis cell count from yosys. The floorplan die width was 91 um.

The filler cells instantiated in the layout total 545. The run gives 14.7% for the share of final-layout standard cells stronger than drive strength 1. Across the whole layout, storage elements account for 333 um2.

Once the clock tree was built, the resizer swapped 0 gates to a different size. The script parses the final routing iteration and logs DRC violations as 0. The nature of the critical path endpoint is an output pin. The delay of the slowest critical-path stage is 0.47 ns. Counting I/O delays and the setup requirement, the final critical path takes 1.94 ns. The tools report the static leakage power as 0.369 nW. The number of instances in the placed design came out at 138. The run gives 1 for the buffering stage count on the worst path with inverters included.

The first global-routing pass estimated 2.35 mm of wire. The cell family contributing the most delay on the critical path is buffers and inverters. Per the final timing report, the hold violations number 0.

The run gives 0 for the count of final setup violators. The number of top-level pins was 5. Per the synthesis report, the dominant area consumer among library cells is sky130_fd_sc_hd__dfrtp_1.

The run gives 11 as the maximum number of pins on one net before global-route repair. Cell at the root of the clock tree: sky130_fd_sc_hd__clkbuf_8. The clock-pin slew on the worst setup and hold paths was 0.06 ns. The run gives 503 for the number of global-route vias before repair.

Port buffering added 3 buffers. Summing all placed instances gives a cell area of 806 um2. Counting the warning lines in the Yosys log gives 11. For the count of clock tree sinks, the log shows 14.
==> per-stage QoR <==
stage / setup WS, ns / power (mW)
finish: 2.46 / 0.257
global route: 2.39 / 0.267
CTS: 2.43 / 0.260
detailed placement: 2.55 / 0.135
global placement: 2.57 / 0.135
floorplan: 2.75 / 0.133
==> power breakdown <==
group / internal, mW / total (mW) / switching, mW / leakage (nW)
Clock: 0.0792 / 0.124 / 0.0451 / 0.0288
Combinational: 0.00176 / 0.00420 / 0.00244 / 0.184
Sequential: 0.128 / 0.128 / 0 / 0.156
==> worst paths after layout <==
kind | startpoint | end | slack [ns] | cells past startpoint
setup reg to reg | mf.up_down$_DFFE_PP1P_ | address_gen.address[3]$_SDFF_PP0_ | 2.61 | 6
hold / removal | mf.done$_DFFE_PP0P_ | mf.done$_DFFE_PP0P_ | 0.51 | 2
min in group asynchronous | rst | mf.reset$_DFFE_PP0P_ | 0.90 | 2
setup / recovery | mf.done$_DFFE_PP0P_ | done | 2.46 | 1
hold reg to reg | mf.done$_DFFE_PP0P_ | mf.done$_DFFE_PP0P_ | 0.51 | 2
max in group asynchronous | rst | mf.state[0]$_DFF_PP1_ | 3.19 | 2
==> routing by layer <==
metal	GRT usage, %	vias to the layer above
met5	0	-
met4	0.261	0
li1	-	251
met3	1.49	0
met1	4.81	245
met2	4.53	8
==> area by class of cell <==
type                       instances  share of cell area, %
inverter                           9                   3.92
multi-input combinational         45                   37.8
timing repair buffer               3                   3.49
sequential                        14                   38.7
tap                               67                   9.74
clock buffer                       4                   6.40
==> worst register-to-register path: stages (launching register included) <==
cell	delay, ns
sky130_fd_sc_hd__dfstp_2	0.58
sky130_fd_sc_hd__inv_1	0.11
sky130_fd_sc_hd__ha_1	0.29
sky130_fd_sc_hd__a21o_1	0.18
sky130_fd_sc_hd__a21oi_1	0.20
sky130_fd_sc_hd__nor4bb_1	0.08
sky130_fd_sc_hd__a221o_1	0.26
==> logic make-up (layout without fill, tap and decap cells) <==
family	count (synthesis)	in the layout	share of synthesized area (%)
compound gates	20	20	19.3
simple gates	17	17	14.0
flops	14	14	47.6
buf+inv	10	16	5.90
fa+ha+maj	3	3	6.44
xor+xnor	2	2	2.50
mux	2	2	3.76
other cells	1	1	0.536
==> synth_stat cells <==
library cell	n
sky130_fd_sc_hd__nor4_1	1
sky130_fd_sc_hd__o211ai_1	1
sky130_fd_sc_hd__nand4b_1	1
sky130_fd_sc_hd__mux2_4	1
sky130_fd_sc_hd__dfstp_2	2
sky130_fd_sc_hd__nand2_1	2
sky130_fd_sc_hd__buf_4	1
sky130_fd_sc_hd__nand4_1	1
sky130_fd_sc_hd__nand3_1	1
sky130_fd_sc_hd__or2_4	1
sky130_fd_sc_hd__xor2_1	1
sky130_fd_sc_hd__fa_1	1
sky130_fd_sc_hd__nor4bb_1	1
sky130_fd_sc_hd__o21ai_0	6
sky130_fd_sc_hd__conb_1	1
sky130_fd_sc_hd__a22o_1	1
sky130_fd_sc_hd__a21oi_1	5
sky130_fd_sc_hd__nor3b_1	1
sky130_fd_sc_hd__a32oi_1	1
sky130_fd_sc_hd__dfxtp_1	4
sky130_fd_sc_hd__a21o_1	2
sky130_fd_sc_hd__a2bb2oi_2	1
sky130_fd_sc_hd__xnor2_1	1
sky130_fd_sc_hd__a221o_1	1
sky130_fd_sc_hd__dfrtp_1	8
sky130_fd_sc_hd__nor2_1	7
sky130_fd_sc_hd__mux2_2	1
sky130_fd_sc_hd__o22ai_1	1
sky130_fd_sc_hd__ha_1	2
sky130_fd_sc_hd__or3b_4	1
sky130_fd_sc_hd__inv_1	9
sky130_fd_sc_hd__a2bb2oi_1	1
No activity file was given, so power comes from the tool's default toggle rates.
